$ cat design/flow/config.mk
export PLATFORM = sky130hd
export DESIGN_NAME = MROM
export DESIGN_NICKNAME = MROM
export VERILOG_FILES = /design/flow/design.v
export SDC_FILE = /design/flow/constraint.sdc
export NUM_CORES = 4
export LEC_CHECK = 1
export CORE_AREA = 10 10 70 70
export DIE_AREA = 0 0 80 80
$ cat design/flow/constraint.sdc
current_design MROM

set clk_period 3.9
set clk_io_pct 0.2

create_clock -name clk0 -period $clk_period

set non_clock_inputs [all_inputs -no_clocks]
set_input_delay [expr $clk_period * $clk_io_pct] -clock clk0 $non_clock_inputs
set_output_delay [expr $clk_period * $clk_io_pct] -clock clk0 [all_outputs]
$ cat design/flow/design.v
module MROM(input wire EN,
            input wire [6:0]entori,
            output reg [12:0]shuppatsu);
              always @ (EN or entori)begin
                  shuppatsu = 0;  
                if (EN)
                    casex (entori)  
                      7'bxxxxxx0: shuppatsu <= 13'b1000000001000;
                      7'b00001x1: shuppatsu <= 13'b0100000001000;
                      7'b00000x1: shuppatsu <= 13'b1000000001000;
                      7'b00011x1: shuppatsu <= 13'b1000000001000;
                      7'b00010x1: shuppatsu <= 13'b0100000001000;
                      7'b0010xx1: shuppatsu <= 13'b0001001000010;
                      7'b0011xx1: shuppatsu <= 13'b1001001100000;
                      7'b0100xx1: shuppatsu <= 13'b0011010000010;
                      7'b0101xx1: shuppatsu <= 13'b0011010000100;
                      7'b0110xx1: shuppatsu <= 13'b1011010100000;
                      7'b0111xx1: shuppatsu <= 13'b1000000111000;
                      7'b1000x11: shuppatsu <= 13'b0100000001000;
                      7'b1000x01: shuppatsu <= 13'b1000000001000;
                      7'b1001x11: shuppatsu <= 13'b1000000001000;
                      7'b1001x01: shuppatsu <= 13'b0100000001000;
                      7'b1010xx1: shuppatsu <= 13'b0011011000010;
                      7'b1011xx1: shuppatsu <= 13'b1011011100000;
                      7'b1100xx1: shuppatsu <= 13'b0100000001000;
                      7'b1101xx1: shuppatsu <= 13'b0000000001001;
                      7'b1110xx1: shuppatsu <= 13'b0011100000010;
                      7'b1111xx1: shuppatsu <= 13'b1011100100000;
                    endcase
              end
endmodule
$ cat design/flow/run.sh
#!/bin/bash
# OpenROAD 26Q1-2900-gdf79404cd8, Yosys 0.63+post, stock flow scripts
make -C /OpenROAD-flow-scripts/flow DESIGN_CONFIG=/design/flow/config.mk WORK_HOME=/design/flow/orfs finish
==> summary.txt <==
Numbers from the implementation run.

The flow ran to the end, and the final reports show no timing, DRC or antenna violations. For this run the aggregate overflow at the end of global routing stands at 0. The number of I/O port buffers is 21. Sequential elements use 0% of the synthesized area.

Row generation in the floorplan step produced 21 rows. The floorplan step set the die width to 80 um. IR analysis of the VDD net gives a maximum drop of 0.0000118 V. Relative to the synthesized area, the layout overhead comes to 73.7%.

The switching power as a share of total power is 44.6%. The headroom to the max-slew limit is 68.6%. The placed standard-cell area is 528 sq um.

The part of the total power dissipated in sequential elements is 0%. The number of setup violations in the final report is 0. The hold violation total from the final report is 0. The internal power of the cells totals 24.2 uW.

The transition time recorded at the tightest slew-check pin is 0.469 ns. The worst hold path terminates at shuppatsu[3]. Looking at the power breakdown, the clock network takes 0% of the total.

The worst hold-check slack is 2.60 ns. The worst setup path is launched from an input pin. The number of antenna violations at the first check in global routing is 0. The count of final max-slew check failures is 0. The category of the worst setup path capture point is a primary output. The fraction of layout instances using a drive strength above 1 is 11.1%. The chip height is 80 um. The post-route cell area is 528 sq um. The number of global-route vias before repair was 373. The cell count in the Yosys report is 46. The start point of the critical path is entori[3]. Yosys mapped the design onto 23 distinct sky130hd cell types. Leaving out fill and tap cells, the most frequent cells in the layout are sky130_fd_sc_hd__clkdlybuf4s50_1 (21), sky130_fd_sc_hd__nand2_1 (7), sky130_fd_sc_hd__nor2_1 (7). The number of cells in the finished layout apart from fillers is 109.

Across all stage logs, warnings added up to 32. Per the layout report, the design carries 0 clock buffers. The first TritonRoute pass finished after 2 iterations. Each instance of the synthesized netlist takes up on average 6.61 sq um. The global-route usage over all layers is 3.16%. Nets still carrying antenna violations after routing amount to 0.

In this run, placement finished with an instance count of 109. The flip-flop and latch count is 0. The routed wire length is 1.10 mm. The data arrival time reported for the critical path is 2.58 ns. The worst path in the final design needs a cycle of 3.36 ns, including I/O delays and setup. For the worst min-delay path, the startpoint reported by OpenROAD is EN. The most critical min-delay path falls under in2out.

After detailed routing, the number of vias per cell comes to 3.52. 0 antenna diodes ended up in the layout. For this design the top-level I/O count stands at 21. The data required time reported for the critical path is 3.12 ns.

At the end of the flow the core is filled with cells to 15.5%. The core region is 3420 sq um. The area enclosed by the die boundary is 6400 sq um.

The number of max-cap violations is 0. By instance count after routing, the leading logic cell type is sky130_fd_sc_hd__clkdlybuf4s50_1. The cell area after synthesis is 304 sq um.

For this sky-water flow run, the detailed-routed wirelength per cell is reported as 10.1 um. The final critical-path share of the clock period is 86.1%. Setup repair after global routing left no endpoint under its margin. The number of cells upsized or downsized after cts is 0.

The type of the worst setup path is in2out. Total power normalized to cell area comes to 82.6 nW/um^2. In the final layout, flip-flops and latches occupy 0 sq um. The power report puts the leakage power at 0.000160 uW.

The number of buffers inserted to repair setup after CTS is 0. According to the Yosys statistics, the synthesized design has a chip area of 304 sq um. The detailed router's first-iteration violation count is 6. For this run, the number of Yosys warnings is 1. Combinational logic is responsible for 100.0% of the overall power. The final setup TNS is 0 ns.

The total net switching power is 19.4 uW. The floorplan core density is 8.90%. The largest net degree at the start of global routing is 13. The DRC violation total left in the routed layout is recorded as 0. The worst hold path depth is 3. The placer's final routability congestion estimate is 0.743. Timing would allow up to 0.298 GHz. The half-perimeter wire length of the detailed placement result is 900 um.

In this run the worst path has a maximum fanout of 12. Counting every instance in the synthesized netlist gives 46. The count of vias placed by the detailed router is 384.

The first-pass GRT wire length is 1.73 mm. The report puts the hold buffer count at CTS at 0.
==> layer usage <==
layer | global-route usage (%) | vias up | wire [um]
met2 | 5.70 | 12 | 514
met5 | 0 | - | 0
li1 | - | 195 | -
met1 | 3.96 | 177 | 476
met3 | 0.682 | 0 | 109
met4 | 0 | 0 | 0
==> cell usage after synthesis (2+ instances only) <==
cell / n / area share [%]
sky130_fd_sc_hd__nand2_1: 7 / 8.6
sky130_fd_sc_hd__nor3_1: 5 / 8.2
sky130_fd_sc_hd__nand3_1: 4 / 6.6
sky130_fd_sc_hd__a21oi_1: 3 / 4.9
sky130_fd_sc_hd__xnor2_1: 2 / 5.8
sky130_fd_sc_hd__nor2_1: 7 / 8.6
sky130_fd_sc_hd__buf_6: 2 / 7.4
==> worst max-delay path by stage <==
stage                            to  slack, ns  cells past startpoint
after global routing  shuppatsu[12]       0.39                      6
after CTS             shuppatsu[12]       0.51                      6
final                 shuppatsu[12]       0.54                      6
==> cells by family after synthesis <==
| family | share of synthesized area [%] |
|---|---|
| buf+inv | 14.4 |
| compound gates | 14.4 |
| xor+xnor | 5.76 |
| simple gates | 62.1 |
| mux | 3.29 |
==> worst max-delay path: stages <==
cell and delay [ns]:
sky130_fd_sc_hd__clkdlybuf4s50_1 0.62, sky130_fd_sc_hd__xnor2_1 0.30, sky130_fd_sc_hd__mux2i_1 0.12, sky130_fd_sc_hd__nor4_2 0.16
sky130_fd_sc_hd__a31o_1 0.13, sky130_fd_sc_hd__clkdlybuf4s50_1 0.46
==> per-stage QoR <==
step	total power (uW)	setup slack, ns
2_1_floorplan	25.0	1.74
3_3_place_gp	43.5	0.541
3_5_place_dp	43.8	0.524
4_1_cts	44.1	0.513
5_1_grt	48.2	0.391
6_report	43.6	0.542
==> power by group through the flow <==
stage,Combinational [uW],Clock (uW),Sequential [uW]
6_report,43.6,0,0
5_1_grt,48.2,0,0
4_1_cts,44.1,0,0
==> area by class of cell <==
| type | instances | area (sq um) |
|---|---|---|
| multi-input combinational | 42 | 260 |
| tap | 46 | 57.6 |
| fill | 398 | 2890 |
| timing repair buffer | 21 | 210 |
Power figures rest on the tool's default switching activity, not on a simulated workload.
