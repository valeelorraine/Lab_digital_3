### ./config.mk
export PLATFORM = sky130hd
export DESIGN_NAME = MF1
export DESIGN_NICKNAME = MF1
export VERILOG_FILES = /design/flow/design.v
export SDC_FILE = /design/flow/constraint.sdc
export NUM_CORES = 4
export LEC_CHECK = 1
export CORE_AREA = 10 10 70 70
export DIE_AREA = 0 0 80 80
### ./constraint.sdc
current_design MF1

set clk_period 1.4
set clk_io_pct 0.2

create_clock -name clk0 -period $clk_period [get_ports {clk}]

set non_clock_inputs [all_inputs -no_clocks]
set_input_delay [expr $clk_period * $clk_io_pct] -clock clk0 $non_clock_inputs
set_output_delay [expr $clk_period * $clk_io_pct] -clock clk0 [all_outputs]
### ./design.v
module FFD(input wire clk, reset, set, input wire [3:0]C, output reg[3:0]D);
  always @ (posedge clk, posedge set, posedge reset) begin  
    if(reset) begin   
      D <= 4'b0;
    end
    else if (set) begin   
      D <= 4'b1111;
    end
    else   
      D <= C;
    end
endmodule
module FFD2(input wire clk, reset, input wire C, output reg D);
  always @ (posedge clk, posedge reset) begin
    if (reset) begin
      D <= 1'b0;
    end
    else
      D <= C;
    end
endmodule
module MF(input wire A, B, clk, reset, output wire Y);
wire S1, S0, S11, S00;
  assign S11 = (S0 & B) | (S1 & A & B);
  assign S00 = (~S1 & ~S0 & A);
  assign Y = (S1 & A & B);
  FFD2 U(clk, reset, S11, S1);
  FFD2 U1(clk, reset, S00, S0);
endmodule
module MF1(input wire P, clk, reset, output wire Y0, Y1, Y2);
wire S2, S1, S0, S22, S11, S00;
  assign S22 = (~S2 & S1 & S0 & P) | (~S2 & ~S1 & ~S0 & ~P) | (S2 & ~S1 & S0) | (S2 & ~S0 & P) | (S2 & S1 & ~P);
  assign S11 = (~S1 & S0 & P) | (S1 & ~S0 & P) | (S1 & S0 & ~P) | (~S1 & ~S0 & ~P);
  assign S00 = ~S0;
  FFD2 U2(clk, reset, S00, S0);
  FFD2 U3(clk, reset, S11, S1);
  FFD2 U4(clk, reset, S22, S2);
  assign Y2 = S2;
  assign Y1 = (~S2 & S1) | (S2 & ~S1);
  assign Y0 = (~S1 & S0) | (S1 & ~S0);
endmodule
### ./run.sh
#!/bin/bash
# OpenROAD 26Q1-2900-gdf79404cd8, Yosys 0.63+post, stock flow scripts
make -C /OpenROAD-flow-scripts/flow DESIGN_CONFIG=/design/flow/config.mk WORK_HOME=/design/flow/orfs finish
==> reports/results.ini <==
[clock_network]
hold_buffers = 0
cts_sinks = 3
clk_latency_ps = 230
cts_tree = done
cts_made_buffers = 3
cts-root-buf = clkbuf_4
clockBufferDepth = 2
path_clk_slew_ps = 40
cts.htree.levels = 1

[final_timing]
fmax_mhz = 735.0
setup_violations = 0
rsz0062_at_grt = yes
period_used_share = 0.9719
hold_viol_final = 0
period_needed_ps = 1361
finalMaxSlewViolations = 0
finalClockSkew_ps = 0.7003
tightestPinTransition_ps = 179.1
slew-limit-headroom = 0.8797

[critical_path]
max_stage_delay_ps = 390
crit_type = reg -> out
slowest_stage = dfrtp_1
crit_top_cell = buf_6
crit_family = flip-flops
path_max_fanout = 2
cp-startpoint = U4.D
end_kind = output pin
crit_required_ps = 1120
cp.arrival_ps = 1080
cp_cell_sequence = buf_6 > inv_4 > ha_4 > buf_6
r2r_start = U4.D
path_buffers = 3
startpoint_type = register

[logic_synthesis]
synth-adder-area-share = 0.4167
ys_sh_xor = 0
synth.distinct_cells = 9
syn_avg_cell_area_um2 = 10.44
mux_share = 0.04688
synth.top_cell.area_share = 0.4167
largest_area_cell = ha_1
ys_area_um2 = 240.2
ys_ff = 3
yosysWarningCount = 1
area_leaders = ha_1, dfrtp_1, a21oi_1, inv_1, mux2_1
synth_area_um2 = 240.2
syn-instance-count = 23
compound_area_frac = 0.08333
yosys-stat-cells = 23
synth.logic.top_family = adder cells
ys_seq_frac = 0.3125
ys_sh_simple = 0.07813

[final_layout]
final_util = 0.1447
lay_top_count = buf_4
final_cell_mix = buf_4, ha_1
syn2layout_area_growth_pct = 105.7
fill_cells = 400
drive_gt1_frac = 0.5000

[floorplan]
num_io_pins = 6
core_area_um2 = 3416
die_y_um = 80
row_count = 21
die_x_um = 80
initCoreUtil = 0.07033
chipArea_um2 = 6400

[power_and_ir_drop]
power.share.clock = 0.246
p_leak_nw = 0.2319
ir_worst_vdd_mv = 0.2780
combinationalPowerShare = 0.558
power_switching_mw = 0.1734
power_frac_seq = 0.196
swShare = 0.2868
p_per_area_nw_per_um2 = 1223
internal-power_mw = 0.4312
p_total_mw = 0.6046

[placement]
port_buffers = 5
gp_congestion = 0.6218
hpwlAfterDp_um = 493.4

[route]
drtIter0Drc = 6
first_pass_iters = 2
antenna_cells = 0
viasPerCell = 2.433
postRouteAntennaNets = 0
drc_errors = 0
wl_per_cell_um = 7.111
drt_wl_total_um = 640
via_count = 219

[grt]
grt_pass1_wl_um = 1131
antenna_found_initial = 0
grt_pass1_vias = 261
grtUsageTotal = 0.02225
grt_start_max_net_pins = 5
overflow = 0

[run_status]
run_status = finished clean

[job]
openroad.warnings = 32
cap_viol_max_count = 0

[worst_hold_path]
hold_class = in -> async

-- cell families after synthesis --
logic type | count (synthesis)
AND/OR/NAND/NOR | 3
flip-flops | 3
multiplexers | 1
AND-OR/OR-AND | 4
buffers and inverters | 4
adder cells (fa/ha/maj) | 8
-- worst paths after layout --
| path | endpoint | slack [ps] | depth (start not counted) |
|---|---|---|---|
| max in group asynchronous | U4.D | 1060 | 2 |
| min reg2reg | U2.D | 630 | 2 |
| max | Y1 | 40 | 4 |
| max reg2reg | U4.D | 80 | 6 |
| min | U2.D | 210 | 2 |
| min in group clk0 | U2.D | 630 | 2 |
-- routing by layer --
layer  share of wire  vias to the layer above  GRT usage
met5               0                        -          0
met4               0                        0   0.005282
met3           0.066                        0    0.01136
met2            0.45                        4    0.03451
met1            0.48                       98    0.02665
li1                -                      117          -
-- power by group through the flow --
stage	sequential [mW]	clock (mW)	combinational, mW
after CTS	0.119	0.159	0.320
after global routing	0.121	0.168	0.379
final	0.119	0.148	0.338
-- flip-flops by register name, indices dropped and copies added (netlist names) --
| register | flops |
|---|---|
| U4.D | 1 |
| U2.D | 1 |
| U3.D | 1 |
-- cells in the mapped netlist --
library cell,instances
mux2_1,1
o21ai_1,1
nor2_1,1
ha_1,8
and2b_4,1
inv_1,4
nor3_1,1
dfrtp_1,3
a21oi_1,3
-- cell type report --
class | instances | area, µm² | area share
inverters | 4 | 17.52 | 0.03544
repair buffers | 17 | 142.6 | 0.2886
well taps | 46 | 57.56 | 0.1165
multi-input cells | 16 | 175.2 | 0.3544
clock buffers | 4 | 26.28 | 0.05316
flip-flops and latches | 3 | 75.07 | 0.1519
-- worst register-to-register path: cells and delay by family (launching register included) --
family / cells / cell delay (ps)
flops: 1 / 390
buf+inv: 2 / 250
compound gates: 2 / 220
fa+ha+maj: 1 / 180
simple gates: 1 / 160
-- stage by stage --
step / cells / TNS, ps / setup slack [ps] / cell area, µm² / hold slack, ps
6_report: 90 / 0 / 39.39 / 494.2 / 215.0
5_1_grt: 90 / -33.71 / -17.49 / 494.2 / 220.0
4_1_cts: 90 / 0 / 4.218 / 488.0 / 206.8
3_5_place_dp: 82 / -162.4 / -65.35 / 407.9 / 457.2
3_3_place_gp: 82 / -157.1 / -69.03 / 407.9 / 460.3
2_1_floorplan: 23 / 0 / 148.8 / 240.2 / 33.64
-- what timing repair did --
action | CTS | global route
resized | 14 | 1
endpoints found under the setup margin | 3 | 2
pin swaps | 1 | 1
setup buffers | 4 | 0
No activity file was given, so power comes from the tool's default toggle rates.
